==> flow/design.v <==
module count #(parameter W = 8) (
  input [W-1:0] a_in,
  input [1:0] sel,
  input clk,
  input start,
  input rst,
  output logic done,
  output logic [W-1:0] cntout
);
  enum logic [1:0] {
    IDLE = 2'b00,
    BUSY = 2'b01,
    DONE = 2'b10
  } count_ps, count_ns;
  logic [W-1:0] countZero;  
  logic [W-1:0] countOne;  
  logic [W-1:0] finCount0;
  logic [W-1:0] finCount1;
  always_ff @(posedge clk, posedge rst) begin
    if (rst) count_ps <= IDLE;
    else     count_ps <= count_ns;
  end
  logic startToCount;  
  logic stopToCount;  
  logic [W:0] a_reg;  
  always_comb begin
    unique case (count_ps)      
      IDLE: begin
        if (start) begin 
          count_ns = BUSY;
          {done, startToCount} = 2'b0_1;
        end
        else begin
          count_ns = IDLE;
          {done, startToCount} = 2'b0_0;
        end        
      end
      BUSY: begin
        if (stopToCount) begin
          count_ns = DONE;
          {done, startToCount} = 2'b1_0; 
        end
        else begin
          count_ns = BUSY;
          {done, startToCount} = 2'b0_0;
        end
      end
      DONE: begin
        count_ns = IDLE;
        {done, startToCount} = 2'b0_0;
      end            
    endcase  
  end
  always @(posedge clk) begin
    if (count_ps == IDLE) a_reg <= {a_in, 1'b1};
    if (count_ns == BUSY && !done) a_reg <= (a_reg << 1); 
  end
  always_ff @(posedge clk) begin
    if (rst) begin
      countZero <= 'b0;
      countOne <= 'b0;
    end
    else if (count_ns == BUSY && !done) begin       
      if (a_reg[W] == 1'b0) countZero <= countZero + 1'b1;  
      else if (a_reg[W] == 1'b1)   countOne <= countOne + 1'b1;  
      else begin
        countZero <= countZero + 1'bx;
        countOne <= countOne + 1'bx;
      end
    end
    else   {countOne, countZero} <= 'b0;
  end
  always @(posedge clk) begin
    if (count_ns == BUSY) begin
      if (a_reg[W-2:0] == 'b0) stopToCount = 'b1;  
    end  
    else stopToCount = 'b0;  
  end
  always_comb begin
    if (rst) begin
      finCount0 = 'b0;
      finCount1 = 'b0;
    end
    else if (count_ns == DONE) begin
      finCount0 = countZero;
      finCount1 = countOne;
    end    
    else begin
      finCount0 = 'b0;  
      finCount1 = 'b0;  
    end
  end
  always_comb begin    
    if (count_ns == DONE) begin
      unique case (1'b1)
        sel[0]: begin
          cntout = finCount0;
        end
        sel[1]: begin
          cntout = finCount1;
        end
      endcase
    end
  else cntout = 'b0;  
  end
endmodule
==> flow/run.sh <==
#!/bin/bash
# OpenROAD 26Q1-2900-gdf79404cd8, Yosys 0.63+post, stock flow scripts
make -C /OpenROAD-flow-scripts/flow DESIGN_CONFIG=/design/flow/config.mk WORK_HOME=/design/flow/orfs finish
==> flow/config.mk <==
export PLATFORM = sky130hd
export DESIGN_NAME = count
export DESIGN_NICKNAME = count
export VERILOG_FILES = /design/flow/design.v
export SDC_FILE = /design/flow/constraint.sdc
export NUM_CORES = 4
export LEC_CHECK = 1
export CORE_AREA = 10 10 97 97
export DIE_AREA = 0 0 107 107
==> flow/constraint.sdc <==
current_design count

set clk_period 4.2
set clk_io_pct 0.2

create_clock -name clk0 -period $clk_period [get_ports {clk}]

set non_clock_inputs [all_inputs -no_clocks]
set_input_delay [expr $clk_period * $clk_io_pct] -clock clk0 $non_clock_inputs
set_output_delay [expr $clk_period * $clk_io_pct] -clock clk0 [all_outputs]
==> impl_metrics.yaml <==
# implementation run metrics
status:
  outcome: "complete, no violations"
yosys:
  ys_cells: 144
  ys_area_um2: 1390
  ys_warn_count: 1
  synthCells: 144
  ys_seq_elements: 29
  netlist_area_um2: 1390
  yosysUniqueCellTypes: 32
  yosysSeqAreaShare_pct: 48.6
  avgSynthCellArea_um2: 9.67
critical_path:
  crit_path_max_fanout: 8
  reg2reg_depth: 3
  r2r-start: "count_ps[0]"
  crit_type: "primary input to primary output"
  critPathRequiredTime_ns: 3.36
  rr_endpoint: "a_reg[7]"
  crit_path_end_kind: "primary output"
  cp-start-kind: "primary input"
  arrival_ns: 2.38
  r2r_slack_ns: 2.52
detailed_routing:
  met1Wirelength_um: 1320
  wire_per_inst_um: 10.7
  drt_iter0_drc: 47
  ant_nets: 0
  wl_met3_um: 95
  wl_met2_um: 1340
  vias: 1030
  vias_per_cell: 3.87
  wl_um: 2850
  dr.pass1.iters: 3
  diodes: 0
  drcViolationCount: 0
  routed.top_layer: "met4"
place:
  place.gp.congestion: 0.774
  placed_area_um2: 1690
  io_buffers: 20
  dp_hpwl_um: 2060
clock_network:
  cts_max_level: 2
  path_clk_slew_ns: 0.06
  numCtsBuffers: 5
  clock_sink_count: 29
  cts_setup_buffers: 0
  clk_path_buf_depth: 2
  cts_root_buffer: "clkbuf_8"
  cts_tree: "done"
  postCtsHoldBufs: 0
  clk-insertion-delay-late_ns: 0.27
  cts.repair.resized: 0
final_timing:
  hold_viol: 0
  slew_headroom_pct: 63.9
  min_period_ns: 3.22
  max_freq_mhz: 311
  tightest_slew_ns: 0.541
  rsz0062_at_grt: "no"
  skew_ns: 0.00448
  tns_ns: 0
  slew_viol_final: 0
  fin_crit_sh_pct: 76.7
  setup_viol: 0
min_path:
  min_path_type: "register to register"
  min_from: "count_ps[1]"
  holdPathStages: 1
  hold_end: "count_ps[0]"
global_routing:
  first_global_vias: 991
  track_usage_pct: 4.79
  antenna_found_initial: 0
  overflow: 0
  grt_max_degree: 17
  grt_first_pass_wirelength_um: 4600
floorplan:
  die_h_um: 107
  rows: 31
  num_io_pins: 22
  die_x_um: 107
  chipArea_um2: 11400
  core_um2: 7290
  initial_utilization_pct: 19.1
layout:
  finalInstanceArea_um2: 1790
  drive_gt1_share_pct: 7.19
  final_layout_top_logic_cells: "20 x nor2_1, 20 x clkdlybuf4s50_1, 18 x mux2i_1, 18 x dfxtp_1, 17 x nand2_1"
  syn2layout_area_growth_pct: 28.6
  utilization_pct: 24.6
  largest_reg_flops: 9
run:
  warnings: 26
  cap_violations: 0
power:
  p_sw_share_pct: 32.4
  ir_drop_mv: 0.221
  leakage_nw: 0.691
  p_switching_mw: 0.312
  power_frac_clock_pct: 26.1
  power.density_nw_per_um2: 538
  seqPwrFrac_pct: 47.5
  internal_power_mw: 0.651
  p_comb_share_pct: 26.4
cell usage after synthesis (all sizes together):
cell type | instances | area, um2
a21o | 2 | 15.0
nand2 | 17 | 63.8
nand3 | 1 | 5.00
edfxtp | 8 | 240
nand4 | 3 | 18.8
or3 | 5 | 32.5
dfrtp | 2 | 50.1
ha | 2 | 25.0
a21oi | 7 | 35.0
dfstp | 1 | 26.3
o31ai | 1 | 7.51
and2b | 1 | 8.76
clkbuf | 3 | 11.3
mux2i | 18 | 180
xnor2 | 2 | 17.5
nor2 | 20 | 75.1
nand3b | 1 | 7.51
nand4b | 2 | 32.5
o21ai | 5 | 25.0
inv | 10 | 37.5
a41oi | 1 | 8.76
buf | 2 | 16.3
nor3b | 1 | 7.51
dfxtp | 18 | 360
xor2 | 6 | 52.6
nor4 | 1 | 6.26
nand2b | 2 | 12.5
or4 | 1 | 7.51
and2 | 1 | 6.26
power groups by stage:
stage | combinational, mW | clock, mW | sequential [mW]
CTS | 0.259 | 0.260 | 0.459
global route | 0.284 | 0.268 | 0.467
finish | 0.255 | 0.251 | 0.457
worst max path at each step:
stage	start	to	slack, ns	depth (start not counted)
final	rst	cntout[1]	0.98	5
after global routing	rst	cntout[2]	0.80	5
after CTS	rst	cntout[1]	0.91	5
stage by stage:
stage	hold WS (ns)	std cells	total power, mW	setup WS (ns)
after CTS	0.469	266	0.977	0.912
after detailed placement	0.454	258	0.720	0.924
final	0.467	266	0.963	0.980
after global routing	0.484	266	1.02	0.795
after global placement	0.450	258	0.717	0.936
after floorplan	0.430	144	0.657	1.91
area by class of cell:
class,instances,area [um2]
fillers,795,5500
flip-flops and latches,29,677
repair buffers,20,200
multi-input cells,100,651
inverters,10,37.5
clock buffers,7,96.3
well taps,99,124
clock inverters,1,5.00
cells by family (layout without fill, tap and decap cells):
logic type	after synthesis	in the layout	share of synthesized area, %
muxes	18	18	12.9
xor gates and xnor gates	8	8	5.03
buffers and inverters	15	38	4.67
adders and majority gates	2	2	1.80
DFF	29	29	48.6
and+or+nand+nor	56	56	20.4
AOI/OAI and AO/OA	16	16	6.56
layer usage:
metal | up-vias | global-route usage, %
met4 | 0 | 1.26
li1 | 536 | -
met1 | 475 | 6.06
met5 | - | 0
met3 | 5 | 1.27
met2 | 14 | 7.95
critical path, cell delays in order:
cell and delay [ns]:
clkdlybuf4s50_1 0.44, inv_1 0.14, nand3_1 0.28, nor2_1 0.19, clkdlybuf4s50_1 0.48
Power and IR drop assume default switching activity.
