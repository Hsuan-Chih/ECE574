--- flow/design.v ---
module alu(
	input [7:0] 		in_a,		 
	input [7:0] 		in_b,		 
	input [3:0] 		opcode,		 
	output reg [7:0] 	alu_out,	 
	output reg		alu_zero,	 
	output reg 		alu_carry	 
);
	parameter c_add = 4'h1;
	parameter c_sub = 4'h2;
	parameter c_inc = 4'h3;
	parameter c_dec = 4'h4;
	parameter c_or  = 4'h5;
	parameter c_and = 4'h6;
	parameter c_xor = 4'h7;
	parameter c_shr = 4'h8;
	parameter c_shl = 4'h9;
	parameter c_onescomp = 4'ha;
	parameter c_twoscomp = 4'hb;
 	always_comb begin
		unique case (opcode)	
      		c_add:		{alu_carry, alu_out} = in_a + in_b;			 
      		c_sub:		{alu_carry, alu_out} = in_a - in_b;			 
      		c_inc: 		{alu_carry, alu_out} = in_a + 1;			 
      		c_dec: 		{alu_carry, alu_out} = in_a - 1;			 
      		c_or: 		{alu_carry, alu_out} = in_a | in_b;			 
      		c_and:		{alu_carry, alu_out} = in_a & in_b;			 
      		c_xor:		{alu_carry, alu_out} = in_a ^ in_b;			 
      		c_shr:		{alu_carry, alu_out} = in_a >> 1;			 
      		c_shl:		{alu_carry, alu_out} = in_a << 1;			 
      		c_onescomp: 	{alu_carry, alu_out} = {1'b0, in_a ^ 8'hff};		 
      		c_twoscomp:	{alu_carry, alu_out} = {1'b0, in_a ^ 8'hff} + 1;	 
		endcase
  	end
	always_comb begin
      		alu_zero = (alu_out == 8'h00);	
	end
endmodule
--- flow/run.sh ---
#!/bin/bash
# OpenROAD 26Q1-2900-gdf79404cd8, Yosys 0.63+post, stock flow scripts
make -C /OpenROAD-flow-scripts/flow DESIGN_CONFIG=/design/flow/config.mk WORK_HOME=/design/flow/orfs finish
--- flow/config.mk ---
export PLATFORM = sky130hd
export DESIGN_NAME = alu
export DESIGN_NICKNAME = alu
export VERILOG_FILES = /design/flow/design.v
export SDC_FILE = /design/flow/constraint.sdc
export NUM_CORES = 4
export LEC_CHECK = 1
export CORE_AREA = 10 10 107 107
export DIE_AREA = 0 0 117 117
--- flow/constraint.sdc ---
current_design alu

set clk_period 3.6
set clk_io_pct 0.2

create_clock -name clk0 -period $clk_period

set non_clock_inputs [all_inputs -no_clocks]
set_input_delay [expr $clk_period * $clk_io_pct] -clock clk0 $non_clock_inputs
set_output_delay [expr $clk_period * $clk_io_pct] -clock clk0 [all_outputs]
==> results.py <==
# Generated from Yosys and OpenROAD reports
metrics = {
    "route": {
        "wl_met2_um": 4070,
        "drt.antenna.violating_nets": 0,
        "vias": 2926,
        "drt-met1-wl_um": 4190,
        "dr.pass1.iters": 5,
        "drc": 0,
        "totalWireLength_um": 9020,
        "drt_iter0_drc": 262,
        "wire_per_inst_um": 16.1,
        "diodes": 0,
        "highest_layer": "met4",
        "route.met3.wl_um": 525,
        "via_per_inst": 5.23,
    },
    "global_route": {
        "grt_pass1_wl_um": 14800,
        "grt_start_max_net_pins": 16,
        "track_usage_pct": 13.1,
        "grt_pass1_vias": 2918,
        "grt_antenna_before_repair": 0,
        "grt_overflow_total": 0,
    },
    "final_layout": {
        "layout.cells.non_filler": 560,
        "post_route_cells_drive_above_1_share_pct": 59.7,
        "area_growth_pct": 110,
        "stdcell_area_sq_um": 4160,
        "n_clock_buffer": 0,
        "ff_count": 0,
        "regArea_sq_um": 0,
        "fillers": 816,
    },
    "placement": {
        "io_buffers": 30,
        "place_hpwl_um": 6280,
        "gp_congestion": 1.02,
        "dpl.cell_count": 512,
        "dpl-instance-area_sq_um": 3130,
    },
    "synth": {
        "syn_avg_cell_area_sq_um": 6.98,
        "syn_area_sq_um": 1980,
        "synth_stat.cells": 284,
        "yosys_area_sq_um": 1980,
        "ys_seq_share_pct": 0,
        "synthCells": 284,
        "yosys_warnings": 1,
        "ys_types": 64,
    },
    "setup_path": {
        "crit_buf_inv": 4,
        "cp_slowest_stage_delay_ns": 0.53,
        "cp-end-kind": "output port",
        "cp_slowest_cell": "or4b_4",
        "crit_family": "simple AND/OR/NAND/NOR gates",
        "critPathRequiredTime_ns": 2.88,
        "critPathMaxFanout": 2,
        "path_cells": "buf_6 -> inv_2 -> ha_4 -> fa_2 -> buf_4 -> a311oi_1 -> o2111ai_1 -> and3_4 -> or4b_4 -> nor4_2 -> buf_2",
        "critical_path_class": "input pin to output port",
        "cp.depth": 11,
        "start_kind": "input pin",
        "arrival_ns": 2.95,
    },
    "final_timing": {
        "timing.final.hold_violations": 0,
        "max_slew.worst_pin.slew_ns": 0.386,
        "max_freq_ghz": 0.272,
        "setup_viol": 1,
        "timing.final.crit_period_ns": 3.67,
        "slew_violations": 0,
        "rsz0062_at_grt": "true",
        "slew_headroom_pct": 74.2,
        "setup_ws_ns": -0.0740,
        "timing.setup.tns_ns": -0.0740,
        "fin_crit_sh_pct": 102,
    },
    "floorplanning": {
        "die_area_sq_um": 13700,
        "core_area_sq_um": 9200,
        "num_rows": 35,
        "die_height_um": 117,
        "fp_util_pct": 21.6,
        "dieWidth_um": 117,
        "ios": 30,
    },
    "hold_path": {
        "min_path_type": "input pin to output port",
        "whs_path_depth": 7,
    },
    "pwr": {
        "leakage_nw": 1.83,
        "peakVddDrop_uv": 84.7,
        "total_power_w": 0.000617,
        "powerDensity_nw_per_um2": 149,
    },
    "run": {
        "drv_cap": 0,
        "warnings": 54,
    },
    "status": {
        "status": "complete, but fails checks",
        "violations": "setup timing",
    },
}
-- layout by cell type (no fill, tap or decap), types with 4 or more instances in the layout --
cell type,netlist,final
ha_1,30,12
and3_1,8,5
clkdlybuf4s50_1,0,8
nand2b_1,7,6
a21o_1,4,4
nand3_1,14,12
inv_2,1,13
buf_12,0,4
inv_1,23,9
and2_1,5,4
dlygate4sd2_1,0,5
nor2_1,20,19
ha_4,0,15
a21oi_1,21,12
nor3_1,6,5
o211ai_1,4,4
o21ai_0,22,16
buf_2,9,10
buf_4,4,123
buf_6,2,28
nand2_1,13,12
o21ai_1,2,6
mux2i_1,6,6
a21oi_2,1,7
-- path summary, 6_finish.rpt --
path / from / to / slack [ns]
min: opcode[1] / alu_carry / 2.28
max: in_a[0] / alu_zero / -0.07
-- repair_timing --
| item | 4_1_cts | 5_1_grt |
|---|---|---|
| buffers inserted | 46 | 4 |
| pin swaps | 57 | 36 |
| hold buffers | 0 | 0 |
| endpoints found under the hold margin | 0 | 0 |
| setup endpoints to repair | 10 | 6 |
| gates resized | 185 | 29 |
| gates cloned | 1 | 0 |
-- per-layer routing --
metal | vias to the layer above | track usage, %
li1 | 1393 | -
met1 | 1385 | 18.8
met2 | 126 | 21.0
met3 | 22 | 1.03
met4 | 0 | 2.47
met5 | - | 0
-- synth_stat cells (4+ instances only) --
| library cell | n | area share, % |
|---|---|---|
| a211oi_1 | 6 | 2.3 |
| a21o_1 | 4 | 1.5 |
| a21oi_1 | 21 | 5.3 |
| and2_1 | 5 | 1.6 |
| and3_1 | 8 | 2.5 |
| buf_2 | 9 | 2.3 |
| buf_4 | 4 | 1.5 |
| ha_1 | 30 | 19 |
| inv_1 | 23 | 4.4 |
| mux2i_1 | 6 | 3.0 |
| nand2_1 | 13 | 2.5 |
| nand2b_1 | 7 | 2.2 |
| nand3_1 | 14 | 3.5 |
| nor2_1 | 20 | 3.8 |
| nor3_1 | 6 | 1.5 |
| o211ai_1 | 4 | 1.5 |
| o21ai_0 | 22 | 5.6 |
| o221ai_1 | 5 | 2.2 |
| o31ai_1 | 5 | 1.9 |
-- power by group --
part           switching [W]  internal [W]  leakage (nW)
clock                      0             0             0
sequential                 0             0             0
combinational       0.000274      0.000344          1.83
total               0.000274      0.000344          1.83
-- stage by stage --
| step | setup WS, ns | hold slack, ns | utilization, % |
|---|---|---|---|
| 2_1_floorplan | 0.0142 | 1.57 | - |
| 3_3_place_gp | -0.960 | 2.64 | 34.0 |
| 3_5_place_dp | -1.00 | 2.65 | 34.0 |
| 4_1_cts | -0.125 | 2.34 | 43.6 |
| 5_1_grt | -0.153 | 2.31 | 45.2 |
| 6_report | -0.0740 | 2.28 | 45.2 |
-- kinds of logic (layout without fill, tap and decap cells) --
| logic type | after synthesis | count (layout) | synth area share [%] |
|---|---|---|---|
| AND-OR/OR-AND | 103 | 103 | 35.9 |
| XOR/XNOR | 4 | 4 | 1.77 |
| adder cells (fa/ha/maj) | 32 | 32 | 20.9 |
| buffers and inverters | 42 | 207 | 10.0 |
| multiplexers | 7 | 7 | 3.60 |
| AND/OR/NAND/NOR | 96 | 96 | 27.8 |
-- final cells by class --
type | count | area (sq um) | share of cell area (%)
Multi-Input combinational cell | 242 | 2360 | 56.8
Timing Repair Buffer | 183 | 1560 | 37.6
Inverter | 24 | 95.1 | 2.29
Tap cell | 111 | 139 | 3.34
Power and IR drop assume default switching activity.
