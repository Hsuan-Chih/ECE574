File: flow/design.v
module gcd(	input [31:0] a_in,           
			input [31:0] b_in,           
			input start,                 
			input reset_n,               
			input clk,                   
			input clck,                  
			output reg [31:0] result,   
			output reg done);           
	logic			registers_equal		;
	logic			register_a_smaller	;
	logic			swap_registers		;
	logic			subtract_registers	;
	logic			done_flag			;
	logic			[31:0]	register_b	;
	logic 			register_b_equal	;
	always_ff @(posedge clck, negedge reset_n) begin
		if (~reset_n)					register_b <= 0;
		else if (start)					register_b <= b_in;
		else if (swap_registers)		register_b <= result;
	end
	always_ff @(posedge clk, negedge reset_n) begin
		if (~reset_n)	result <= 0;  
		else begin 
			if (start) result <= a_in;
			else if (swap_registers)		result <= register_b;
			else if (subtract_registers)	result <= result - register_b;
		end
	end
	always_ff @(posedge clk, negedge reset_n) begin
		if (~reset_n)					done <= 0;
		else if (done_flag)				done <= 1;
		else							done <= 0;
	end
	assign registers_equal		= (result == register_b);
	assign register_a_smaller	= (result < register_b);
	assign register_b_equal 	= (register_b == b_in);
	gcd_ctrl gcd_ctrl_0(
		.start					,
		.reset_n				,
		.clk(clck)				,
		.registers_equal		,
		.register_a_smaller		,
		.swap_registers			,
		.subtract_registers		,
		.done_flag				);
endmodule
module gcd_ctrl
	(input start				,
	input reset_n				,
	input clk					,
	input registers_equal		,
	input register_a_smaller	,
	output swap_registers		,
	output subtract_registers	,
	output done_flag			);
	enum logic [1:0] {
		TEST = 2'h0,
		SWAP = 2'h1,
		SUBT = 2'h2,
		DONE = 2'h3
	} ps, ns;
	always_ff @(posedge clk, negedge reset_n) begin
		if (~reset_n)			ps <= DONE;
		else					ps <= ns;
	end
	always_comb
		case (ps)
			DONE:	if (start)						ns = TEST;
					else							ns = DONE;
			TEST:	if (registers_equal)			ns = DONE;
					else if (register_a_smaller)	ns = SWAP;
					else 							ns = SUBT;
			SWAP:									ns = SUBT;
			SUBT:									ns = TEST;
		endcase
	assign swap_registers		= (ns == SWAP);
	assign subtract_registers	= (ns == SUBT);
	assign done_flag			= (ns == DONE && ps == TEST);
endmodule
File: flow/run.sh
#!/bin/bash
# OpenROAD 26Q1-2900-gdf79404cd8, Yosys 0.63+post, stock flow scripts
make -C /OpenROAD-flow-scripts/flow DESIGN_CONFIG=/design/flow/config.mk WORK_HOME=/design/flow/orfs finish
File: flow/config.mk
export PLATFORM = sky130hd
export DESIGN_NAME = gcd
export DESIGN_NICKNAME = gcd
export VERILOG_FILES = /design/flow/design.v
export SDC_FILE = /design/flow/constraint.sdc
export NUM_CORES = 4
export LEC_CHECK = 1
export CORE_UTILIZATION = 30
File: flow/constraint.sdc
current_design gcd

set clk_period 10.3
set clk_io_pct 0.2

create_clock -name clk0 -period $clk_period [get_ports {clck}]
create_clock -name clk1 -period $clk_period [get_ports {clk}]

set non_clock_inputs [all_inputs -no_clocks]
set_input_delay [expr $clk_period * $clk_io_pct] -clock clk0 $non_clock_inputs
set_output_delay [expr $clk_period * $clk_io_pct] -clock clk0 [all_outputs]
==> job_summary.md <==
## Synthesis and layout report

| Metric | Value |
|---|---|
| Cell taking the most area after synthesis | `dfrtp_1` |
| Num ports | `about 100` |
| Fin area | `between 6000 and 7000 sq um` |
| Setup TNS | `0 ns` |
| Sw Ratio | `a little under half` |
| Iteration-0 DRC Markers | `277` |
| Area reported by Yosys stat | `5210 sq um` |
| DIE WIDTH | `approximately 130 microns` |
| Floorplan Utilization | `31.1%` |
| Max incr delay on CP | `0.56 ns` |
| Critical Path Start Type | `input pin` |
| Part of the power in registers | `around 22%` |
| First-pass GRT wire length | `~25 mm` |
| Main area contributors | `dfrtp_1 (33%), ha_1 (7.7%), nand2_1 (6.8%)` |
| CTS Hold Bufs | `0` |
| Row Count | `around 47` |
| Top-count cell post-synth | `nand2_1` |
| Die area | `approximately 18000 sq um` |
| Setup Buffers After CTS | `0` |
| Pin count of the biggest net entering global routing | `approximately 65` |
| #FFs+latches synth | `69` |
| Core area | `roughly 17000 sq um` |
| Final antenna-violating net count | `0` |
| First drt pass iteration count | `4` |
| Placed cell areas | `~6300 sq um` |
| Commonest cells in the netlist | `nand2_1 (95), nor2_1 (85), dfrtp_1 (68)` |
| Fin. max-slew vios | `0` |
| Worst Setup End Kind | `flip-flop` |
| OpenROAD warning count | `26` |
| Synth Cell Area | `between 5000 and 6000 sq um` |
| Worst Max-Slew Pin Slew | `between 0.7 and 0.8 ns` |
| CP required | `approximately 10 ns` |
| Internal | `between 1000 and 1500 uW` |
| Synth-to-Final Area Change | `26.8%` |
| Cells in synth_stat.txt | `~670` |
| Via density | `5.09` |
| Sequential fraction of the synthesis area | `about a third` |
| Synth top area share | `roughly a third` |
| Post-Route WL | `between 10 and 15 mm` |
| Initial antenna violation count | `0` |
| Hold/Removal Path Class | `flip-flop to flip-flop` |
| # setup viols final | `0` |
| Synthesized instance count | `671` |
| DRC errors left | `0` |
| Clock share of power | `14.6%` |
| CTS tree | `done` |
| Post_cts resized | `0` |
| Reg clk slew, reported paths | `about 0.060 ns` |
| RSZ-0062 raised after global routing | `false` |
| WL/cell | `around 15 microns` |
| Logic gate share of total power | `~63%` |
| Switching pwr | `975 uW` |
| Fin worst setup slack | `between 6 and 7 ns` |
| WP data arrival | `4.26 ns` |
| Clk sinks | `just under 70` |
| Die Y-Extent | `approximately 130 microns` |
| N_diodes | `0` |
| Share of layout cells above drive strength 1 | `under 10%` |
| Crit-path max FO | `53` |
| CP max stage cell | `buf_4` |
| Yosys warns | `2` |
| LEAKAGE | `about 0.0028 uW` |
| Setup CP Type | `input pin to flip-flop` |
| Max Cap Viol | `0` |
| Cell Type Count | `slightly above 60` |
| Pwr/cell area | `327 nW/um^2` |
| Syn Area/Cell | `just under 8 sq um` |
| Total vias in the final route | `approximately 5000` |
| Post-synth ARST share | `100%` |
| Gr usage total | `between 10% and 20%` |
| Congestion Overflow GR | `0` |
| Dominant flop cell | `dfrtp_1` |
| Relative slew margins | `about half` |
| Final GP Congestion | `approximately 0.86` |
| Vias in the first global route | `4790` |
| Status | `complete, no violations` |
| Final hold vios | `0` |
| Final Skew | `0.00826 ns` |
| Pre-CTS setup slack | `between 5 and 6 ns` |
| Maximum VDD drop | `about 0.000099 V` |
| Count of library flops with an enable pin | `0` |
| Cell Chain, Critical Path | `buf_4 -> inv_2 -> o2bb2ai_2 -> nor2_1 -> and2_4 -> buf_4 -> nor2_1 -> a221oi_1 -> o21ai_0` |
| HPWL after DPL | `approximately 11 mm` |
| Port bufs | `around 99` |
-- logic make-up after synthesis --
kind of cell	share of synthesized area, %
fa+ha+maj	8.07
simple gates	19.4
flops	33.1
mux	0.192
xor+xnor	3.86
compound gates	28.5
buf+inv	6.84
-- sequential cells by signal (all words and copies together), names as in the netlist --
signal,count
register_b,32
gcd_ctrl_0.ps,4
result,32
done,1
-- metrics by stage --
stage	util, %	power [uW]	hold WS, ns	std cells
after floorplan	-	1460	0.404	671
after CTS	39.4	2180	0.433	975
after global routing	39.4	2380	0.449	975
after global placement	37.7	1850	0.407	959
after detailed placement	37.7	1840	0.418	959
final	39.4	2160	0.429	975
-- critical path: cells and delay by family --
family / cells / cell delay [ns]
simple gates: 3 / 0.72
compound gates: 3 / 0.49
buf+inv: 3 / 0.96
-- layer usage --
| layer | share of wire [%] | track usage (%) |
|---|---|---|
| met4 | 2.2 | 3.28 |
| met2 | 44 | 26.9 |
| met3 | 4.8 | 3.24 |
| met5 | 0 | 0 |
| met1 | 49 | 27.7 |
-- power groups by stage --
stage                 clock network [uW]  registers (uW)  logic (uW)
after CTS                            325             477        1380
after global routing                 335             493        1550
final                                315             476        1370
-- path summary, 6_finish.rpt --
kind | from | to | slack [ns] | cells past startpoint
setup / recovery | start | result[23]$_DFFE_PN0P_ | 6.19 | 9
hold / removal | gcd_ctrl_0.ps[2]$_DFF_PN0_ | gcd_ctrl_0.ps[1]$_DFF_PN0_ | 0.43 | 1
setup reg to reg | result[2]$_DFFE_PN0P_ | result[23]$_DFFE_PN0P_ | 6.54 | 12
hold reg to reg | gcd_ctrl_0.ps[2]$_DFF_PN0_ | gcd_ctrl_0.ps[1]$_DFF_PN0_ | 0.43 | 1
max in group clk0 | start | register_b[29]$_DFFE_PN0P_ | 6.33 | 9
max in group asynchronous | reset_n | result[19]$_DFFE_PN0P_ | 7.46 | 2
min in group clk1 | result[0]$_DFFE_PN0P_ | result[0]$_DFFE_PN0P_ | 0.54 | 2
min in group asynchronous | reset_n | register_b[4]$_DFFE_PN0P_ | 1.83 | 1
-- cell usage in the layout, fill, tap and decap left out, types with 13 or more instances in the layout --
cell	count
a211oi_1	17
a21o_1	15
a21oi_1	64
clkdlybuf4s50_1	97
dfrtp_1	68
ha_1	32
inv_1	42
nand2_1	95
nor2_1	85
o21ai_0	65
o21ai_1	13
o31ai_1	15
xnor2_1	14
-- cell type report --
class	instances	area, sq um
inverter	43	161
multi-input combinational	522	3130
timing repair buffer	105	1030
sequential	69	1730
fill	1722	10200
tap	220	275
clock inverter	4	20.0
clock buffer	12	268
No activity file was given, so power comes from the tool's default toggle rates.
